## run.sh

```bash
#!/bin/bash
# OpenROAD 26Q1-2900-gdf79404cd8, Yosys 0.63+post, stock flow scripts
make -C /OpenROAD-flow-scripts/flow DESIGN_CONFIG=/design/flow/config.mk WORK_HOME=/design/flow/orfs finish
```

## config.mk

```make
export PLATFORM = sky130hd
export DESIGN_NAME = mem
export DESIGN_NICKNAME = mem
export VERILOG_FILES = /design/flow/design.v
export SDC_FILE = /design/flow/constraint.sdc
export NUM_CORES = 4
export LEC_CHECK = 1
export CORE_UTILIZATION = 40
export SYNTH_HDL_FRONTEND = slang
export SYNTH_MEMORY_MAX_BITS = 65536
```

## constraint.sdc

```tcl
current_design mem

set clk_period 37.3
set clk_io_pct 0.2

create_clock -name clk0 -period $clk_period [get_ports {clk}]

set non_clock_inputs [all_inputs -no_clocks]
set_input_delay [expr $clk_period * $clk_io_pct] -clock clk0 $non_clock_inputs
set_output_delay [expr $clk_period * $clk_io_pct] -clock clk0 [all_outputs]
```

## design.v

```verilog
module mem (
  input  logic        clk, we,
  input  logic [31:0] a, wd,
  output logic [31:0] rd,
  input  logic  [3:0] wm);
  logic  [31:0] RAM [0:255];
  initial
    $readmemh("riscv.hex", RAM);
  assign rd = RAM[a[31:2]];  
  always_ff @(posedge clk)
    if (we) begin
      if (wm[0]) RAM[a[31:2]][7:0]   <= wd[7:0];
      if (wm[1]) RAM[a[31:2]][15:8]  <= wd[15:8];
      if (wm[2]) RAM[a[31:2]][23:16] <= wd[23:16];
      if (wm[3]) RAM[a[31:2]][31:24] <= wd[31:24];
    end
endmodule
```

==> qor.yml <==
global_route:
  track_usage_pct: 22.3
  wire_length_of_the_first_global_routing_pass_mm: 1140
  first_global_vias: 162000
  pin_count_of_the_biggest_net_entering_global_routing: 102
  antenna_found_initial: 50
  overflow: 0
worst_setup_path:
  critPathLaunchType: "input port"
  endpoint_kind: "output port"
  crit_chain: "buf_16 > buf_12 > buf_4 > buf_4 > buf_4 > buf_4 > buf_4 > mux4_2 > a22oi_1 > a21oi_1 > o41ai_1 > nand4_1 > clkdlybuf4s50_1"
  worstPathArrival_ps: 14900
  critPathRequiredTime_ps: 29840
  cpMaxStageDelayCell: "sky130_fd_sc_hd__o41ai_1"
  crit_path_max_fanout: 63
  cpLargestDelayFamily: "buffers and inverters"
  critical_path.max_stage_delay_ps: 980
  crit_path_end: "rd[14]"
  timing.critical_path.mode_cell: "sky130_fd_sc_hd__buf_4"
  critical_path_depth: 13
  timing.critical_path.buf_inv: 8
  critPathKind: "input port to output port"
  critPathLaunch: "a[2]"
cells_and_area:
  final_layout_size_suffix_gt1_share_pct: 25.0
  fillerInstances: 63600
  max_ffs_per_register: 8192
  layout.core_utilization_pct: 45.2
  area_delta_synth_final_pct: 12.6
  register_area_um2: 246000
  comb_area_um2: 62700
clocking:
  h-tree-depth: 6
  cts_root_buffer: "sky130_fd_sc_hd__clkbuf_16"
  cts_post_setup_buffers_inserted: 0
  clk_path_buf_depth: 4
  cts.clk_slew.worst_paths_ps: 60
  clock_sinks: 8192
  ctsHoldBuffers: 0
  post_cts_resized: 0
  number_of_buffers_created_by_cts: 796
  tritoncts: "built"
synth:
  adder_share_pct: 0
  ff_type: "sky130_fd_sc_hd__edfxtp_1"
  synthesis.yosys.warnings: 0
  netlist_top_cells_area: "sky130_fd_sc_hd__edfxtp_1 (79%), sky130_fd_sc_hd__mux4_2 (15%), sky130_fd_sc_hd__a22oi_1 (2.5%), sky130_fd_sc_hd__nor2_1 (1.3%), sky130_fd_sc_hd__a21oi_1 (0.82%)"
  ys.flops: 8192
  yosys-stat-area_um2: 312000
  synthSimpleGateAreaFrac_pct: 1.51
  area_of_the_mapped_netlist_um2: 312000
  enable_flop_cells: 8192
  post-synth-top-area-cell: "sky130_fd_sc_hd__edfxtp_1"
  yosys.cell_types.count: 19
  synth_seq_share_pct: 78.8
  synth_stat.cells: 14000
  top_logic_kind: "multiplexers"
  netlist_instances: 14000
  ys_sh_xor_pct: 0
  synthesis.area_per_instance_um2: 22.2
  synth-async-reset-ratio_pct: 0
  mux_area_share_pct: 14.8
  synth-compound-area-share_pct: 3.64
  synth.top_cell.area_share_pct: 78.8
power_and_ir_drop:
  ir_worst_vdd_v: 0.0000515
  p_sw_share_pct: 21.3
  power_per_cell_area_nw_per_um2: 53.2
  seq_power_share_pct: 54.2
  intPower_w: 0.0147
  power.combinational.fraction_pct: 4.6
  power.leakage_nw: 105
  switching_power_w: 0.00399
  clock_power_share_pct: 41.3
floorplanning:
  design.die.area_um2: 784000
  io_pins: 102
  placement_rows: 324
  floorplanUtilization_pct: 40.1
  core_area_um2: 778000
  die_height_um: 886
  die_w_um: 886
sta:
  rsz0062_at_grt: "false"
  finalMaxSlewViolations: 0
  fin_crit_ps: 22360
  fin_crit_sh_pct: 59.9
  max_slew_margin_pct: 9.85
  final_hold_viol_count: 0
  fin_setup_tns_ps: 0
  max_slew.worst_pin.slew_ps: 1330
  setup_viol_count_final: 0
  timing.fmax_mhz: 44.7
detailed_routing:
  drt_first_iter_violations: 9413
  post-route-drc-count: 0
  dr_total_vias: 145000
  drt_pass1_iterations: 23
  routedWlPerCell_um: 31.2
  vias_per_cell: 5.70
  detail-route-antenna-nets: 0
  postRouteWirelength_mm: 795
placement:
  io_buffer_count: 77
  detailed_place_hpwl_mm: 472
  gp_congestion: 0.866
flow_run:
  cap_violations: 0
  tool_warnings: 54
outcome:
  run_status: "complete, no violations"
worst_hold_path:
  worstHoldPathType: "input port to flop"
power by group through the flow:
stage	combinational [W]	sequential (W)	clock, W
finish	0.000854	0.0101	0.00772
global route	0.000920	0.0101	0.00820
CTS	0.000868	0.0101	0.00786
metrics by stage:
stage | hold slack (ps) | cells | instance area, µm² | total power, W | worst slack [ps]
finish | 6740 | 25500 | 352000 | 0.0187 | 14940
global route | 6700 | 25500 | 352000 | 0.0193 | 14320
CTS | 6660 | 25400 | 352000 | 0.0189 | 14860
detailed placement | 7920 | 24000 | 327000 | 0.0112 | 14880
global placement | 7920 | 24000 | 327000 | 0.0112 | 14840
floorplan | 7560 | 14000 | 312000 | 0.0108 | 20440
metal layers:
layer  vias to the layer above  track usage (%)  wire length [µm]
met2                      8034             32.5            377000
met5                         -            0.539               633
met4                        54             6.89             30800
met1                     75200             26.8            251000
li1                      60800                -                 -
met3                      1302             16.9            135000
cell type report:
cell class | count | share of cell area (%)
well taps | 10300 | 3.65
diodes | 57 | 0.0406
clock inverters | 459 | 1.14
clock buffers | 993 | 5.94
flip-flops and latches | 8192 | 70.0
repair buffers | 609 | 1.46
multi-input cells | 4924 | 17.8
cell families (layout without fill, tap and decap cells):
group / Yosys count / count (layout)
flip-flops: 8192 / 8192
multiplexers: 2048 / 2048
AND-OR/OR-AND: 1664 / 1664
AND/OR/NAND/NOR: 1212 / 1212
buffers and inverters: 931 / 2061
other: 0 / 57
how the worst min path moves through the flow:
stage          start      endpoint  slack (ps)  cells past startpoint
global route  wd[16]  RAM[224][16]        6700                      1
CTS           wd[25]  RAM[228][25]        6660                      1
finish        wd[22]  RAM[209][22]        6740                      1
Yosys cell counts (all sizes together), types with 4 or more instances:
cell type / number
edfxtp: 8192
clkbuf: 617
a22oi: 1024
nor2: 1042
nand3: 8
and2: 7
nand2: 103
mux4: 2048
nand4: 32
a21oi: 512
nor3: 4
nor2b: 8
nand2b: 6
buf: 314
o41ai: 128
placed cells by master (no fill, tap or decap), types with 14 or more instances in the layout:
cell | Yosys | routed
sky130_fd_sc_hd__clkbuf_1 | 617 | 186
sky130_fd_sc_hd__clkinv_2 | 0 | 136
sky130_fd_sc_hd__buf_4 | 34 | 519
sky130_fd_sc_hd__nand2_2 | 0 | 54
sky130_fd_sc_hd__edfxtp_1 | 8192 | 8192
sky130_fd_sc_hd__clkbuf_16 | 0 | 807
sky130_fd_sc_hd__nor2_1 | 1042 | 1035
sky130_fd_sc_hd__clkdlybuf4s50_1 | 0 | 43
sky130_fd_sc_hd__mux4_2 | 2048 | 2048
sky130_fd_sc_hd__buf_8 | 0 | 32
sky130_fd_sc_hd__clkinv_1 | 0 | 198
sky130_fd_sc_hd__o41ai_2 | 0 | 15
sky130_fd_sc_hd__clkinvlp_4 | 0 | 16
sky130_fd_sc_hd__diode_2 | 0 | 57
sky130_fd_sc_hd__inv_6 | 0 | 19
sky130_fd_sc_hd__nand4_1 | 32 | 32
sky130_fd_sc_hd__clkinv_8 | 0 | 14
sky130_fd_sc_hd__bufinv_16 | 0 | 47
sky130_fd_sc_hd__a22oi_1 | 1024 | 1024
sky130_fd_sc_hd__nand2_4 | 0 | 14
sky130_fd_sc_hd__a21oi_1 | 512 | 512
sky130_fd_sc_hd__nand2_1 | 103 | 35
sky130_fd_sc_hd__o41ai_1 | 128 | 113
No activity file was given, so power comes from the tool's default toggle rates.
